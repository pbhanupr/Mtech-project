--- design/flow/design.v ---
module clawc (output [3:0]sum,output cout, input [3:0]a,b,input cin);
wire [3:0]g,p,c;
assign g[0]=a[0]&b[0];
assign g[1]=a[1]&b[1];
assign g[2]=a[2]&b[2];
assign g[3]=a[3]&b[3];
assign p[0]=a[0]^b[0];
assign p[1]=a[1]^b[1];
assign p[2]=a[2]^b[2];
assign p[3]=a[3]^b[3];
assign c[0]=cin;
assign c[1]=g[0]|(p[0]&c[0]);
assign c[2]=g[1]|(p[1]&g[0])|(p[1]&p[0]&c[0]);
assign c[3]=g[2]|(p[2]&g[1])|(p[2]&p[1]&g[0])|(p[2]&p[1]&p[0]&c[0]);
assign cout=g[3]|(p[3]&g[2])|(p[3]&p[2]&g[1])|(p[3]&p[2]&p[1]&g[0])|(p[3]&p[2]&p[1]&p[0]&c[0]);
assign sum[0]=p[0]^c[0];
assign sum[1]=p[1]^c[1];
assign sum[2]=p[2]^c[2];
assign sum[3]=p[3]^c[3];
endmodule
--- design/flow/run.sh ---
#!/bin/bash
# OpenROAD 26Q1-2900-gdf79404cd8, Yosys 0.63+post, stock flow scripts
make -C /OpenROAD-flow-scripts/flow DESIGN_CONFIG=/design/flow/config.mk WORK_HOME=/design/flow/orfs finish
--- design/flow/config.mk ---
export PLATFORM = sky130hd
export DESIGN_NAME = clawc
export DESIGN_NICKNAME = clawc
export VERILOG_FILES = /design/flow/design.v
export SDC_FILE = /design/flow/constraint.sdc
export NUM_CORES = 4
export LEC_CHECK = 1
export CORE_AREA = 10 10 70 70
export DIE_AREA = 0 0 80 80
--- design/flow/constraint.sdc ---
current_design clawc

set clk_period 3.0
set clk_io_pct 0.2

create_clock -name clk0 -period $clk_period

set non_clock_inputs [all_inputs -no_clocks]
set_input_delay [expr $clk_period * $clk_io_pct] -clock clk0 $non_clock_inputs
set_output_delay [expr $clk_period * $clk_io_pct] -clock clk0 [all_outputs]
==> flow_summary.toml <==
# implementation run metrics
[status]
status = "finished clean"

[final_timing]
finalClockPeriodUsage_pct = 95.35
rsz0062_at_grt = "false"
fmax_mhz = 349.6
whs_ps = 1902
tightestPinTransition_ps = 152.1
slew_viol_final = 0
period_needed_ps = 2860
finalSetupTns_ps = 0
setup_slack_ps = 139.6
hold_viol = 0
setup_viol = 0
relSlewSlack_pct = 89.83

[drt]
drc = 0
wl_per_cell_microns = 6.875
diodes = 0
viasPerCell = 2.200
drt-total-wl_microns = 550
first_pass_iters = 2
vias = 176
drt_iter0_markers = 8
ant_nets = 0

[floorplan]
die_area_sq_um = 6400
dieWidth_microns = 80
row_count = 21
io_pins = 14
core_area_sq_um = 3416
fp_util_pct = 4.982
die_h_microns = 80

[worst_setup_path]
crit_arrival_ps = 2260
path_cells = "clkdlybuf4s50_1 -> ha_1 -> a21oi_2 -> o21ai_2 -> xor2_1 -> clkdlybuf4s50_1"
critical_path.most_common_cell = "clkdlybuf4s50_1"
cp-startpoint = "b[0]"
cpPeakStageDelay_ps = 480
start_kind = "primary input"
worst-setup-path-type = "in -> out"
cp-end-kind = "output port"
slowest_stage = "clkdlybuf4s50_1"
path_max_fanout = 3
worstPathRequired_ps = 2400

[worst_hold_path]
hold_depth = 6
min_path_type = "in -> out"
worstHoldStart = "a[0]"

[global_route]
grt-ovfl-total = 0
grt_pass1_wl_microns = 876
grt_usage_pct = 1.735
grt_start_max_net_pins = 4
grt_pass1_vias = 184
antenna_found_initial = 0

[yosys]
ys_area_sq_um = 170.2
yosys_warnings = 0
ys_cells = 20
syn_area_sq_um = 170.2
postSynthAreaPerCell_sq_um = 8.508
synth.distinct_cells = 10
ys_seq_share_pct = 0
syn_inst = 20

[run]
max_cap_viol_count = 0
openroad.warnings = 33

[pwr]
p_leak_nw = 0.1748
power.density_nw_per_um2 = 169.5
ir_drop_uv = 76.53

[placed_design]
gp_congestion = 0.6977
port_buffers = 14
placedCellCount = 80
dpl-instance-area_sq_um = 367.9
hpwlAfterDp_microns = 518.7
place_ws_ps = 69.36

[final_layout]
drive_above_1_share_pct = 11.76
clock_buffers = 0
instances_no_fill = 80
final.fill_count = 404
syn2layout_area_growth_pct = 123.5
fin_area_sq_um = 380.4
ff_latch_area_sq_um = 0
flops = 0

[clock_network]
post-cts-setup-buffers = 0
[power breakdown]
part	internal, mW	switching, mW
logic	0.0432	0.0213
clock network	0	0
registers	0	0
[worst max-delay path: cells and delay by family]
kind                       cells  cell delay, ps
adders and majority gates      1             330
xor gates and xnor gates       1             150
buffers and inverters          2             940
AOI/OAI and AO/OA              2             230
[cells by family (layout without fill, tap and decap cells)]
family | after synthesis | count (layout) | synth area share (%)
fa+ha+maj | 6 | 6 | 48.53
compound gates | 6 | 6 | 25.00
buf+inv | 4 | 18 | 8.821
xor+xnor | 3 | 3 | 15.44
simple gates | 1 | 1 | 2.204
[area by class of cell]
class	count	area, sq um	area share [%]
inverter	4	15.01	3.947
multi-input combinational	16	162.7	42.76
tap	46	57.56	15.13
timing repair buffer	14	145.1	38.16
[layer usage]
| metal | vias up | wire [microns] | GRT usage, % |
|---|---|---|---|
| met1 | 67 | 321 | 2.982 |
| met4 | 0 | 0 | 0 |
| met2 | 13 | 107 | 1.445 |
| met3 | 0 | 122 | 1.364 |
| met5 | - | 0 | 0 |
| li1 | 96 | - | - |
[through the flow]
stage	power, mW	utilization [%]
6_report	0.06446	11.14
5_1_grt	0.07335	11.14
4_1_cts	0.06548	10.77
3_5_place_dp	0.06481	10.77
3_3_place_gp	0.06363	10.77
2_1_floorplan	0.02322	-
[synth_stat cells, drive strengths merged]
| master | n | area share [%] |
|---|---|---|
| xor2 | 1 | 5.1 |
| a21oi | 3 | 11 |
| inv | 4 | 8.8 |
| xnor2 | 2 | 10 |
| ha | 5 | 37 |
| a21o | 2 | 8.8 |
| nand2 | 1 | 2.2 |
| o21ai | 1 | 5.1 |
| fa | 1 | 12 |
[worst paths after layout]
path,to,slack (ps)
worst max-delay path,sum[3],140
worst min-delay path,sum[2],1900
[layout by cell type (no fill, tap or decap)]
cell | synthesis | routed
ha_1 | 5 | 5
clkdlybuf4s50_1 | 0 | 12
fa_1 | 1 | 1
nand2_1 | 1 | 1
dlymetal6s2s_1 | 0 | 2
a21oi_2 | 1 | 3
xnor2_1 | 2 | 2
xor2_1 | 1 | 1
a21o_1 | 2 | 2
o21ai_2 | 1 | 1
inv_1 | 4 | 4
[what timing repair did]
item | in CTS | in global routing
setup endpoints to repair | 0 | 2
hold buffers | 0 | 0
gates resized | 0 | 4
Power figures rest on the tool's default switching activity, not on a simulated workload.
